**flow/run.sh**
```bash
#!/bin/bash
# OpenROAD 26Q1-2900-gdf79404cd8, Yosys 0.63+post, stock flow scripts
make -C /OpenROAD-flow-scripts/flow DESIGN_CONFIG=/design/flow/config.mk WORK_HOME=/design/flow/orfs finish
```
**flow/config.mk**
```make
export PLATFORM = sky130hd
export DESIGN_NAME = fpu
export DESIGN_NICKNAME = fpu
export VERILOG_FILES = /design/flow/design.v
export SDC_FILE = /design/flow/constraint.sdc
export NUM_CORES = 4
export LEC_CHECK = 1
export CORE_UTILIZATION = 50
export SYNTH_HDL_FRONTEND = slang
```
**flow/constraint.sdc**
```tcl
current_design fpu

set clk_period 14.7
set clk_io_pct 0.2

create_clock -name clk0 -period $clk_period [get_ports {clk}]

set non_clock_inputs [all_inputs -no_clocks]
set_input_delay [expr $clk_period * $clk_io_pct] -clock clk0 $non_clock_inputs
set_output_delay [expr $clk_period * $clk_io_pct] -clock clk0 [all_outputs]
```
**flow/design.v**
```verilog
module fpu(
    input logic clk,
    input logic reset,
    input logic [31:0] a,
    input logic [31:0] b,
    input logic [1:0] op,
    output logic [31:0] data_out,
    output logic [3:0] status_out
);
    typedef enum logic [1:0] {
        EXPO,        
        ADD_SUB,     
        CORRIGE,     
        READY        
    } state_t;
    state_t estado;
    logic sinalA, sinalB, sinal_result;
    logic bit_overflow, bit_inexact, bit_underflow;
    logic [6:0] expA, expB, exp_result, exp_dif;                 
    logic [24:0] mant_result;                                    
    logic [25:0] mantA, mantB, mantA_shifted, mantB_shifted;     
    logic [26:0] mant_result_temp;                               
    assign sinalA = a[31];
    assign expA = a[30:24];
    assign mantA = (expA == 7'b0) ? {1'b0, a[23:0]} : {1'b1, a[23:0]};
    assign sinalB = b[31];
    assign expB = b[30:24];
    assign mantB = (expB == 7'b0) ? {1'b0, b[23:0]} : {1'b1, b[23:0]};
    always_ff @(posedge clk or negedge reset) begin
        if (!reset) begin
            estado <= EXPO;
            bit_inexact <= 0;
            bit_overflow <= 0;
            bit_underflow <= 0;
            sinal_result <= 0;
            status_out <= 0;
            exp_dif <= 0;
            exp_result <= 0;
            mant_result <= 0;
            mantA_shifted <= 0;
            mantB_shifted <= 0;
            mant_result_temp <= 0;
            data_out <= 0;
        end else begin
            case (estado)
                EXPO: begin
                    if (a == 32'd0 && b == 32'd0) begin  
                        data_out <= 32'd0;
                        status_out <= 4'b0001;   
                        estado <= READY;
                    end else begin
                        bit_overflow <= 1'b0;
                        bit_inexact <= 1'b0;
                        bit_underflow <= 1'b0;
                        if (expA > expB) begin
                            exp_dif <= expA - expB;
                            if (exp_dif > 7'd26) begin
                                mantB_shifted <= 26'd0;
                                mantA_shifted <= mantA;
                                exp_result <= expA;
                                if (mantB != 0)
                                    bit_inexact <= 1'b1;
                            end else begin
                                mantB_shifted <= mantB >> exp_dif;
                                mantA_shifted <= mantA;
                                exp_result <= expA;
                                for (int i = 0; i < exp_dif; i++) begin
                                    if (mantB[i])
                                        bit_inexact <= 1'b1;
                                end
                            end
                        end else if (expB > expA) begin 
                            exp_dif <= expB - expA;
                            if (exp_dif > 7'd26) begin
                                mantA_shifted <= 26'd0;
                                mantB_shifted <= mantB;
                                exp_result <= expB;
                                if (mantA != 0)
                                    bit_inexact <= 1'b1;
                            end else begin
                                mantA_shifted <= mantA >> exp_dif;
                                mantB_shifted <= mantB;
                                exp_result <= expB;
                                for (int i = 0; i < exp_dif; i++) begin
                                    if (mantA[i])
                                        bit_inexact <= 1'b1;
                                end
                            end
                        end else begin
                            mantA_shifted <= mantA;
                            mantB_shifted <= mantB;
                            exp_result <= expA;
                            exp_dif <= 7'd0;
                            bit_inexact <= 1'b0;
                        end
                        estado <= ADD_SUB;
                    end
                end
                ADD_SUB: begin
                    if (sinalA == sinalB) begin  
                        mant_result_temp <= mantA_shifted + mantB_shifted;
                        sinal_result <= sinalA;
                    end else begin               
                        if (mantA_shifted >= mantB_shifted) begin
                            mant_result_temp <= mantA_shifted - mantB_shifted;
                            sinal_result <= sinalA;
                        end else begin
                            mant_result_temp <= mantB_shifted - mantA_shifted;
                            sinal_result <= sinalB;
                        end
                    end
                    estado <= CORRIGE;
                end
                CORRIGE: begin
                    if (mant_result_temp == 27'd0) begin   
                        mant_result <= 25'd0;
                        exp_result <= 7'd0;
                        estado <= READY;
                    end else if (exp_result >= 7'd127) begin
                        bit_overflow <= 1'b1;
                        mant_result_temp <= 27'd0;
                        estado <= READY;
                    end else if (mant_result_temp[26]) begin
                        mant_result_temp <= mant_result_temp >> 1;
                        exp_result <= exp_result + 1;
                    end else if (mant_result_temp[25] == 1'b0) begin
                        if (exp_result == 7'd0) begin
                            mant_result_temp <= 27'd0;
                            bit_underflow <= 1'b1;
                            estado <= READY;
                        end else begin
                            mant_result_temp <= mant_result_temp << 1;
                            exp_result <= exp_result - 1;
                        end
                    end else begin
                        mant_result <= mant_result_temp[24:0];
                        if (mant_result_temp[0]) begin
                            bit_inexact <= 1'b1;
                            mant_result <= mant_result + 1;
                            if (mant_result + 1 == 25'b1000000000000000000000000) begin
                                mant_result <= (mant_result + 1) >> 1;
                                if (exp_result == 7'd127) begin
                                    bit_overflow <= 1'b1;
                                end else begin
                                    exp_result <= exp_result + 1;
                                end
                            end
                        end
                        estado <= READY;
                    end
                end
                READY: begin
                    if (bit_overflow) begin
                        data_out <= 32'd0;
                        status_out <= 4'b0100;  
                    end else if (bit_underflow) begin
                        data_out <= 32'd0;
                        status_out <= 4'b1000;  
                    end else begin
                        data_out <= {sinal_result, exp_result, mant_result[23:0]};
                        if (bit_inexact)
                            status_out <= 4'b0010;  
                        else
                            status_out <= 4'b0001;  
                    end
                    estado <= EXPO;
                end
                default: estado <= EXPO;
            endcase
        end
    end
endmodule
```
==> qor.csv <==
stage,metric,value,unit
status,status,finished clean,
power_and_ir_drop,peakVddDrop,0.1796,mV
cts,cts_resized,0,
cts,clk_pin_slew,70,ps
placed_design,place_area,16630,um^2
setup_path,reg2reg_to,mant_result_temp[14],
detailed_routing,wl,53.13,mm
setup_path,r2r_slack,10230,ps
final_layout,final_area,17220,um^2
final_layout,area_growth,11.20,%
final_timing,period_needed,7184,ps
synth,postSynthSeqShare,0.2586,
die,initial_core_util,0.5077,
global_route,track_usage,0.3488,
synth,synthFlopType,dfrtp_1,
detailed_routing,drt_iter0_markers,1614,
final_timing,relSlewSlack,0.4227,
power_and_ir_drop,power_density,253.1,nW/um^2
power_and_ir_drop,p_sw_frac,0.5465,
final_timing,finalMaxSlewViolations,0,
cts,worstSkewPairLatency,440,ps
die,die_w,178.0,um
final_layout,instances_no_fill,2426,
die,die-area,31690,um^2
placed_design,numPortBuffers,101,
die,die_y,178.0,um
final_timing,timing.final.crit_share,0.4887,
synth,ys_ff,160,
synth,postSynth.asyncResetShare,1.000,
synth,avgSynthCellArea,7.680,um^2
final_layout,utilization,0.5646,
power_and_ir_drop,leakage,7.134,nW
cts,clockRootBuffer,clkbuf_16,
cts,cts_max_level,4,
global_route,grt_pass1_vias,14470,
cts,post_cts_buffers,0,
global_route,grt_start_max_net_pins,70,
global_route,grt_pass1_wl,82.67,mm
final_timing,worst_pin_slew,865.9,ps
setup_path,required,14990,ps
final_layout,drive_gt1_frac,0.05813,
detailed_routing,routed_via_density,6.452,
final_timing,hold_viol,0,
setup_path,r2r-start,mantA_shifted[14],
global_route,groute.layer.met2.usage,0.5580,
final_timing,clock_skew,10.53,ps
worst_hold_path,hold_depth,2,
placed_design,dp.cells,2394,
cts,cts_tree,done,
cts,cts-buffers-inserted,17,
global_route,grt_util_met1,0.4915,
final_layout,final_common_cell,nand2_1,
synth,synthesis.area,15490,um^2
detailed_routing,vias,15650,
job,tool_warnings,87,
die,num_io_pins,104,
setup_path,startpoint,a[28],
power_and_ir_drop,pwr-share-comb,0.699,
detailed_routing,detail-route-antenna-nets,0,
synth,ys_cells,2017,
placed_design,place_hpwl,40.56,mm
synth,ys_types,87,
setup_path,critPathMaxFanout,43,
cts,clock_sinks,160,
detailed_routing,drcViolationCount,0,
setup_path,path_class,input pin to flop,
die,core-area,30510,um^2
synth,edf_count,0,
setup_path,ff2ff_path_depth,12,
setup_path,start_kind,input pin,
die,row_count,64,
detailed_routing,n_antenna_cell,0,
power_and_ir_drop,power_frac_seq,0.198,
power_and_ir_drop,netSwitchingPower,0.002383,W
detailed_routing,avgRoutedWirePerCell,21.90,um
final_layout,lay_top_cells,"nand2_1 (266), o21ai_0 (190), a21oi_1 (183), dfrtp_1 (159), nor2_1 (144)",
cts,postCtsHoldBufs,0,
synth,yosys-stat-area,15490,um^2
global_route,met3_usage,0.05976,
placed_design,globalplace.congestion,1.001,
synth,netlist_instances,2017,
cts,cts_buffer_depth,2,
power_and_ir_drop,p_clk_frac,0.103,
worst_hold_path,hold_class,flop to flop,
final_timing,rsz0062_at_grt,no,
job,max_cap_viol_count,0,
setup_path,worstPathArrival,7470,ps
synth,yosys_warnings,0,
detailed_routing,first_pass_iters,8,
global_route,top_usage_layer,met2,
final_timing,setup_viol,0,
setup_path,worstSetupEndpoint,mantA_shifted[7],
global_route,antenna_found_initial,0,
global_route,grt_overflow,0,
placed_design,pre_cts_slack,7171,ps
final_timing,max_freq,0.1392,GHz
final_timing,setup_ws,7516,ps
power_and_ir_drop,p_int,0.001977,W
setup_path,crit_path_end_kind,flop,
final_timing,fin_tns_setup,0,ps
flip-flops by register name, indices dropped and copies added, names as in the netlist:
register,flops
exp_dif,7
mantA_shifted,25
mant_result,25
sinal_result,1
mantB_shifted,25
exp_result,7
mant_result_temp,27
status_out,4
bit_inexact,1
data_out,32
bit_underflow,1
estado,4
bit_overflow,1
synthesized netlist by cell type, drive strengths merged (17+ instances only):
master    n  area, um^2
a211oi   28       210.2
a21o     34       255.2
a21oi   185       929.6
a22oi    44       330.3
a31oi    18       112.6
buf      44       230.2
clkbuf  102       382.9
dfrtp   159        3979
ha       93        1164
inv     115       431.7
mux2i    39       390.4
mux4     25       563.0
nand2   268        1008
nand2b   22       137.6
nand3    37       185.2
nand4    32       215.2
nor2    144       540.5
nor3     37       196.4
nor4     31       200.2
o211ai   23       172.7
o21ai   196       980.9
o21bai   17       127.6
xnor2    36       315.3
xor2     17       148.9
metrics by stage:
stage               hold WS [ps]  power [W]
finish                     476.0   0.004360
global route               501.8   0.004692
CTS                        483.3   0.004300
detailed placement         458.9   0.003829
global placement           462.9   0.003818
floorplan                  414.3   0.002984
logic make-up (layout without fill, tap and decap cells):
kind of cell             after synthesis  count (layout)  synth area share
AND-OR/OR-AND                        724             724            0.3002
flip-flops                           160             160            0.2586
buffers and inverters                263             276           0.06793
XOR/XNOR                              53              53           0.02997
adder cells (fa/ha/maj)               98              98           0.08158
AND/OR/NAND/NOR                      647             647            0.1942
multiplexers                          72              72           0.06761
layer usage:
layer / wire length (um) / share of wire
met4: 1909 / 0.036
met3: 3987 / 0.075
met1: 22400 / 0.42
met5: 0 / 0
met2: 24840 / 0.47
how the worst min path moves through the flow:
stage             from      endpoint
5_1_grt    data_out[4]   data_out[4]
6_report  data_out[27]  data_out[27]
4_1_cts      estado[3]     estado[0]
power by group through the flow:
stage     registers [W]  clock network [W]  logic (W)
4_1_cts        0.000859           0.000460    0.00298
5_1_grt        0.000891           0.000480    0.00332
6_report       0.000863           0.000449    0.00305
worst max-delay path, cell delays in order:
cell and delay (ps):
clkdlybuf4s50_1 520, inv_1 70, ha_1 430, nand3_1 200, a21o_1 260, a21oi_4 210
buf_4 590, mux4_2 640, a22oi_1 230, a2111o_1 180, o311ai_0 260, and3_1 300
a211oi_1 510, a21oi_1 90
cell type report:
type | count | area, um^2
repair buffers | 127 | 1207
well taps | 396 | 495.5
multi-input cells | 1594 | 10480
clock inverters | 15 | 168.9
fillers | 2823 | 13290
flip-flops and latches | 160 | 4005
clock buffers | 17 | 425.4
inverters | 117 | 439.2
No activity file was given, so power comes from the tool's default toggle rates.
